[./design.v]
`timescale 1ns/1ps 
module MyPlay (
  input  wire [7:0]    a_0,
  input  wire [7:0]    a_1,
  input  wire [7:0]    a_2,
  input  wire [7:0]    a_3,
  input  wire [7:0]    a_4,
  input  wire [7:0]    a_5,
  input  wire [7:0]    a_6,
  input  wire [7:0]    a_7,
  input  wire [7:0]    mask,
  output wire [7:0]    b
);
  wire                _zz_b;
  wire                _zz_b_1;
  wire                _zz_b_2;
  wire                _zz_b_3;
  assign _zz_b = mask[0];  
  assign _zz_b_1 = mask[2];  
  assign _zz_b_2 = mask[4];  
  assign _zz_b_3 = (_zz_b || mask[1]);  
  assign b = ((_zz_b_3 || (_zz_b_1 || mask[3])) ? (_zz_b_3 ? (_zz_b ? a_0 : a_1) : (_zz_b_1 ? a_2 : a_3)) : ((_zz_b_2 || mask[5]) ? (_zz_b_2 ? a_4 : a_5) : (mask[6] ? a_6 : a_7)));  
endmodule
[./run.sh]
#!/bin/bash
# OpenROAD 26Q1-2900-gdf79404cd8, Yosys 0.63+post, stock flow scripts
make -C /OpenROAD-flow-scripts/flow DESIGN_CONFIG=/design/flow/config.mk WORK_HOME=/design/flow/orfs finish
[./config.mk]
export PLATFORM = sky130hd
export DESIGN_NAME = MyPlay
export DESIGN_NICKNAME = MyPlay
export VERILOG_FILES = /design/flow/design.v
export SDC_FILE = /design/flow/constraint.sdc
export NUM_CORES = 4
export LEC_CHECK = 1
export CORE_AREA = 10 10 70 70
export DIE_AREA = 0 0 80 80
[./constraint.sdc]
current_design MyPlay

set clk_period 2.8
set clk_io_pct 0.2

create_clock -name clk0 -period $clk_period

set non_clock_inputs [all_inputs -no_clocks]
set_input_delay [expr $clk_period * $clk_io_pct] -clock clk0 $non_clock_inputs
set_output_delay [expr $clk_period * $clk_io_pct] -clock clk0 [all_outputs]
==> GITHUB_STEP_SUMMARY <==
## Synthesis and layout report

| Metric | Value |
|---|---|
| Register area share after synthesis | 0 |
| Nature of the critical path endpoint | output pin |
| Peak Freq | 368 MHz |
| Slew headroom | 0.775 |
| Antenna Violating Nets Remaining | 0 |
| Final Hold Violation Tally | 0 |
| Fin crit period | 2.72 ns |
| 1st-iter DRT viols | 40 |
| Yosys top cell by area | mux2i_1 |
| Setup TNS | 0 ns |
| Max_cap viols | 0 |
| Port Buffer Count | 79 |
| Yosys Instances | 68 |
| Post-synthesis instance total | 68 |
| Min-delay worst type | in -> out |
| RSZ-0062 raised after global routing | yes |
| Dpl ws | -0.196 ns |
| DRC violations left | 0 |
| Yosys stat area | 569 um2 |
| Required @ worst endpoint | 2.24 ns |
| Ys Warns | 0 |
| Die footprint | 0.00640 mm2 |
| Final Non-Filler Cells | 204 |
| Rows | 21 |
| CP Data Arrival Time | 2.16 ns |
| Vias | 902 |
| OpenROAD warnings | 34 |
| Pwr Total | 214 uW |
| Area leader share | 0.281 |
| HPWL after detailed placement | 2.74 mm |
| Fp util | 0.167 |
| Die Width | 80 um |
| Switching share of power | 0.276 |
| Global route overflow | 0 |
| Core ar. | 0.00342 mm2 |
| Area Overhead vs Synth | 170% |
| Reg power frac | 0 |
| Distinct cells, synth | 13 |
| Final setup violation count | 0 |
| Worst setup path category | in -> out |
| Top cells by area | mux2i_1, mux2_2, o221a_2 |
| Tcrit/Tclk final | 0.970 |
| Clock buf count | 0 |
| P_int | 155 uW |
| Max VDD drop | 0.0532 mV |
| Mean post-synth cell area | 8.37 um2 |
| Leak | 0.616 nW |
| Hold_buf cts | 0 |
| Share of post-route cells with drive strength above 1 | 0.247 |
| Seq_cells | 0 |
| Min-Delay Endpoint | b[0] |
| Antenna cells | 0 |
| Hold path start | a_1[0] |
| Startpoint Class | input port |
| Slew @ Worst Pin | 0.337 ns |
| Per-cell routed wire length | 15.4 um |
| Wire length of the first global-routing pass | 4.95 mm |
| Via density | 4.42 |
| Clock network power share | 0 |
| Logic pwr share | 1.000 |
| WL final | 3.14 mm |
| Die H | 80 um |
| P_sw | 59.1 uW |
| Vias in the first global route | 1014 |
| Crit path max fanout | 5 |
| Synth Cell Area | 569 um2 |
| Io pins | 80 |
| Final Max Tran Viols | 0 |
| Setup ws final | 0.0850 ns |
| Status | complete, no violations |
| Power Density | 139 mW/mm2 |
| First drt pass iteration count | 4 |
| Synth cell count leaders | mux2i_1, nand2_1, a222oi_1, mux2_2, o221a_2 |
| Sequential cell area | 0 um2 |
| Initial antenna violation count | 0 |
| Placed insts | 192 |
| Gpl congestion | 0.810 |
| Hold Crit Depth | 4 |
| Largest net degree at the start of global routing | 17 |
| GRT Util Overall | 0.0924 |
==> metal layers <==
| metal | track usage | vias to the layer above | wire [um] |
|---|---|---|---|
| li1 | - | 459 | - |
| met1 | 0.115 | 389 | 1450 |
| met2 | 0.157 | 54 | 1380 |
| met3 | 0.0318 | 0 | 311 |
| met4 | 0.00176 | 0 | 0 |
| met5 | 0 | - | 0 |
==> logic make-up (layout without fill, tap and decap cells) <==
group                  after synthesis  in the layout  synth area share
AOI/OAI and AO/OA                   16             16             0.299
buffers and inverters                8             98            0.0857
muxes                               24             24             0.440
and+or+nand+nor                     20             20             0.176
==> per-stage QoR <==
step | cell area (um2) | hold WS (ns) | utilization
2_1_floorplan | 569 | 1.24 | -
3_3_place_gp | 1450 | 2.23 | 0.423
3_5_place_dp | 1450 | 2.23 | 0.423
4_1_cts | 1480 | 1.96 | 0.434
5_1_grt | 1540 | 2.05 | 0.450
6_report | 1540 | 1.98 | 0.450
==> worst max-delay path, stage by stage <==
cell and delay (ns):
dlygate4sd2_1 0.26, buf_6 0.13, buf_4 0.13, nor4_4 0.26, buf_12 0.15, mux2i_1 0.17, clkdlybuf4s50_1 0.49
==> cell type report <==
| cell class | count | area (um2) |
|---|---|---|
| Fill cell | 355 | 1880 |
| Multi-Input combinational cell | 60 | 526 |
| Tap cell | 46 | 57.6 |
| Timing Repair Buffer | 98 | 953 |
==> repair_timing <==
| action | 4_1_cts | 5_1_grt |
|---|---|---|
| gates resized | 14 | 0 |
| hold endpoints to repair | 0 | 0 |
| pin swaps | 8 | 1 |
| gates cloned | 0 | 0 |
| setup buffers | 5 | 7 |
| setup endpoints to repair | 8 | 4 |
==> worst max path at each step <==
stage,startpoint,end,cells after the start
after CTS,mask[2],b[1],7
after global routing,mask[2],b[1],7
final,mask[2],b[1],7
==> layout by cell type, fill, tap and decap left out, drive strengths merged <==
cell type / Yosys / layout
nor2: 1 / 1
mux2i: 16 / 16
mux2: 8 / 8
buf: 6 / 19
or2: 1 / 1
dlygate4sd2: 0 / 10
clkdlybuf4s50: 0 / 69
o221a: 8 / 8
nand2: 16 / 16
nor4: 1 / 1
a222oi: 8 / 8
and2b: 1 / 1
==> power groups by stage <==
stage,clock [mW],sequential (mW),combinational [mW]
CTS,0,0,0.210
global route,0,0,0.233
finish,0,0,0.214
No activity file was given, so power comes from the tool's default toggle rates.
